==> flow/design.v <==
module  Controller  #(parameter LENGTH = 32)
	(
		input clk, 
		input reset,
		input start,
		input[31:0] instruction,
        output reg[3:0] alu_op,
        output reg wea,
		output reg web,
		output reg[9:0] addra, 
		output reg[9:0] addrb,
		output reg east, 
		output reg west, 
		output reg south, 
		output reg north,
		output reg[1:0] east_mode,
		output reg[1:0] west_mode,
		output reg[1:0] south_mode,
		output reg[1:0] north_mode,
		output reg[6:0] count,
		output reg[1:0] state
    );
parameter  Q = 2'b00, OP = 2'b01, SHIFT = 2'b10, WB = 2'b11;
wire[9:0] rs1_base, rs2_base, rd_base, rd_up_base;
wire[5:0] opcode;
reg[31:0] offset;
reg[9:0] rs1_ptr, rs2_ptr, rd_ptr, rd_up_ptr, q_ptr, shift_ptr;
reg[10:0] ram_ptr;
reg[6:0] iter;
reg start_flag;
reg finish_flag;
integer i;
assign rd_base    = instruction[25:21]*LENGTH;
assign rs1_base   = instruction[20:16]*LENGTH;
assign rs2_base   = instruction[15:11]*LENGTH;
assign rd_up_base = instruction[25:21]*LENGTH+LENGTH;
assign opcode = instruction[31:26];
always @ (posedge clk)
begin
	if (reset == 0) begin
		wea			<=	0;
		web			<=	0;
		addra		<=	0;
		addrb		<=	0;
		east		<=	0;
		west		<=	0;
		south		<=	0;
		north		<=	0;
		east_mode	<=	0;
		west_mode	<= 	0;
		south_mode	<=	0;
		north_mode	<=	0;
		rs1_ptr 	<= rs1_base;
		rs2_ptr 	<= rs2_base;
		rd_ptr 		<= rd_base;
		rd_up_ptr 	<= rd_base;
		q_ptr		<= rs2_base;
		shift_ptr	<= rd_base;
		ram_ptr		<=	'h400;
		count		<=	0;
		iter		<=	0;
		offset		<= 	0;
		start_flag	<= 	0;
		finish_flag	<=	0;
		case(opcode)
			0:	begin
				alu_op		<=	0;
				state		<=	OP;
				end
			1:	begin
				alu_op		<=	1;
				state		<=	OP;
				end
			2:	begin
				alu_op		<=	2;
				state		<=	Q;		
				end
			5,6,7,8: 	begin
				alu_op		<=	'hf;
				state		<=	OP;
				end
		endcase	
	end
	else if(start) begin
		wea			<=	0;
		web			<=	0;
		addra		<=	0;
		addrb		<=	0;
		east		<=	0;
		west		<=	0;
		south		<=	0;
		north		<=	0;
		east_mode	<=	0;
		west_mode	<=	0;
		south_mode	<=	0;
		north_mode	<=	0;
		rs1_ptr 	<= rs1_base;
		rs2_ptr 	<= rs2_base;
		rd_ptr 		<= rd_base;
		rd_up_ptr 	<= rd_base;
		q_ptr		<= rs2_base;
		shift_ptr	<= rd_base;
		ram_ptr		<=	0;
		count		<=	0;
		iter		<=	0;
		offset		<= 	0;
		start_flag	<= 	1;
		finish_flag	<=	0;
		case(opcode)
			0:	begin
				alu_op		<=	0;
				state		<=	OP;
				end
			1:	begin
				alu_op		<=	1;
				state		<=	OP;
				end
			2:	begin
				alu_op		<=	2;
				state		<=	Q;
				end
			5,6,7,8: 	begin		 
				alu_op		<=	'hf;
				state		<=	OP;
				end
		endcase	
	end
	else if(start_flag&&!finish_flag) begin
		count <= count + 1;
		case(opcode)
		0,1:	begin
				case(state)
				OP: begin
					rs1_ptr		<= rs1_ptr + 1;
					rs2_ptr 	<= rs2_ptr + 1;
					addra 		<= rs1_ptr;
					addrb 		<= rs2_ptr;
					wea 		<= 0;
					state 		<= WB;
				end
				WB: begin
					rd_ptr 		<= rd_ptr + 1;
					addra 		<= rd_ptr;
					wea 		<= 1;
					state 		<= OP;
				end
				endcase
				if(count==2*LENGTH) begin
					start_flag	<= 0;
					finish_flag <= 1;
				end
			end
		2:	begin
				if(iter<=LENGTH) begin
				case(state)
				Q: begin
					rs1_ptr 	<= rs1_base;
					rs2_ptr 	<= rs2_base;
					q_ptr 		<= q_ptr + 1;
					addrb 		<= q_ptr;
					wea 		<= 0;
					iter 		<= iter + 1;
					offset		<= offset + 1;
					state 		<= OP;
					if(iter<LENGTH/2) begin				
					rd_ptr		<= rd_ptr + offset;
					rd_up_ptr	<= rd_up_ptr + offset;
					end
					else if(iter==LENGTH/2) begin
					rd_ptr		<= rd_ptr + offset-LENGTH/2;
					rd_up_ptr	<= rd_up_ptr + offset;
					end
					else if(iter>LENGTH/2) begin
					rd_ptr		<= rd_ptr + offset - LENGTH/2;
					rd_up_ptr	<= rd_up_ptr + offset - LENGTH/2;
					end
				end
				OP: begin
					rd_up_ptr	<= rd_up_ptr + 1;
					rd_ptr 		<= rd_ptr + 1;
					rs1_ptr		<= rs1_ptr + 1;
					if(iter==1 && count<(2*LENGTH)+1) begin
						addra <= 0;
						addrb <= rs1_ptr;
					end
					else if(count==(2*LENGTH)+1) begin
						addra 	<= rd_ptr - 1;
						addrb 	<= 0;
					end
					else begin
						addra  	<= rd_up_ptr;
						addrb 	<= rs1_ptr;
					end
					wea 	<= 0;
					state 		<= WB;			
				end
				WB: begin
					if(count<(2*LENGTH)+2) begin
						addra 		<= rd_ptr-1;
						wea 		<= 1;
						state 		<= OP;
					end 
					else if(iter<LENGTH+1) begin
						rd_ptr		<= rd_base;
						rd_up_ptr	<= rd_base;
						addra		<= rd_ptr-1;
						addrb		<= 0;
						wea			<= 1;
						count 		<= 0;
						state 		<= SHIFT;
					end
					else begin
						wea 		<= 0;
						state 		<= Q;
					end
				end
				SHIFT: begin
					rd_ptr		<= rd_base;
					rd_up_ptr	<= rd_base;
					addra		<= 0;
					addrb 		<= 0;
					wea			<= 0;
					count 		<= 0;
					state 		<= Q;
				end
				endcase
				end
				else finish_flag <= 1;
			end
		5: 	begin  
				east	<= 1;
				east_mode	<=	1; 
				west_mode	<=	0;
				south_mode	<=	0;
				north_mode	<=	0;
				case(state)
				OP: begin
					rs1_ptr		<= rs1_ptr + 2;
					addra 		<= rs1_ptr;
					addrb 		<= rs1_ptr+1;
					wea 		<= 0;
					web			<= 0;
					state 		<= WB;
				end
				WB: begin
					rd_ptr		<= rd_ptr + 2;
					addra		<= rd_ptr;
					addrb		<= rd_ptr+1;
					if(count<=LENGTH) begin
						wea 		<= 1;
						web			<= 1;
					end
					state 		<= OP;
				end
				endcase
				if(count==LENGTH) begin
					east_mode	<=	0; 
					north_mode	<=	2;	 
				end
				if(count==LENGTH+1) begin
					finish_flag <=  1;
					east_mode	<=	0; 
					north_mode	<=	0;
				end
			end
		7: 	begin  
				south	<= 1;
				east_mode	<=	0; 
				west_mode	<=	0;
				south_mode	<=	0;
				north_mode	<=	0;
				case(state)
				OP: begin
					rs1_ptr		<= rs1_ptr + 2;
					addra 		<= rs1_ptr;
					addrb 		<= rs1_ptr+1;
					wea 		<= 0;
					web			<= 0;
					state 		<= WB;
				end
				WB: begin
					rd_ptr		<= rd_ptr + 2;
					addra		<= rd_ptr;
					addrb		<= rd_ptr+1;
					if(count<=LENGTH) begin
						wea 		<= 1;
						web			<= 1;
					end
					state 		<= OP;
				end
				endcase
				if(count==LENGTH) begin
					finish_flag <=  1;
				end
			end
		8: 	begin  
				north	<= 1;
				east_mode	<=	0; 
				west_mode	<=	0;
				south_mode	<=	0;
				north_mode	<=	1;
				case(state)
				OP: begin
					rs1_ptr		<= rs1_ptr + 2;
					addra 		<= rs1_ptr;
					addrb 		<= rs1_ptr+1;
					wea 		<= 0;
					web			<= 0;
					state 		<= WB;
				end
				WB: begin
					rd_ptr		<= rd_ptr + 2;
					addra		<= rd_ptr;
					addrb		<= rd_ptr+1;
					if(count<=LENGTH) begin
						wea 		<= 1;
						web			<= 1;
					end
					state 		<= OP;
				end
				endcase
				if(count==LENGTH) begin
					north_mode	<=	2;	 
				end
				if(count==LENGTH+1) begin
					north_mode	<=	0;
					finish_flag <=  1;
				end
			end
		endcase
		end
end
endmodule
==> flow/run.sh <==
#!/bin/bash
# OpenROAD 26Q1-2900-gdf79404cd8, Yosys 0.63+post, stock flow scripts
make -C /OpenROAD-flow-scripts/flow DESIGN_CONFIG=/design/flow/config.mk WORK_HOME=/design/flow/orfs finish
==> flow/config.mk <==
export PLATFORM = sky130hd
export DESIGN_NAME = Controller
export DESIGN_NICKNAME = Controller
export VERILOG_FILES = /design/flow/design.v
export SDC_FILE = /design/flow/constraint.sdc
export NUM_CORES = 4
export LEC_CHECK = 1
export CORE_UTILIZATION = 50
==> flow/constraint.sdc <==
current_design Controller

set clk_period 5.7
set clk_io_pct 0.2

create_clock -name clk0 -period $clk_period [get_ports {clk}]

set non_clock_inputs [all_inputs -no_clocks]
set_input_delay [expr $clk_period * $clk_io_pct] -clock clk0 $non_clock_inputs
set_output_delay [expr $clk_period * $clk_io_pct] -clock clk0 [all_outputs]
==> out/metrics.yaml <==
outcome:
  result_of_the_run: "finished clean"
synth:
  yosys_register_bits: 109
  post_synth_main_area_contributors: "dfxtp_1 19%, edfxtp_1 11%, ha_1 5.7%"
  synth.top_cells.by_count: "111 x nand2_1, 111 x nor2_1, 79 x dfxtp_1"
  postSynthCellCount: 1024
  synthDominantAreaCellType: "dfxtp_1"
  count_of_library_flops_with_an_enable_pin: 30
  synth_async_sr_flop_share_pct: 0
  synthesis.area_um2: 8127
  ys_cells: 1024
  ys.warnings.count: 1
  yosys_chip_area_um2: 8127
  ys_seq_share_pct: 30.55
  synth_area_per_cell_um2: 7.936
  yosys.area.top_type_share_pct: 19.46
  netlist-cell-type-count: 86
  synth-main-ff-cell: "dfxtp_1"
clock_tree:
  cts_buffer_depth: 2
  tritoncts: "built"
  cts_htree_levels: 3
  cts-hold-fix-buffers: 0
  cts_setup_buffers: 0
  post_cts_resized: 0
  clk_latency_ps: 360
  tritoncts.num_buffers: 9
  cts.clk_slew.worst_paths_ps: 80
  buffer_type_at_the_clock_tree_root: "clkbuf_16"
  tritoncts_num_sinks: 109
worst_setup_path:
  cp_data_required_time_ps: 5820
  timing.critical_path.arrival_ps: 4130
  worst_case_register_to_register_setup_slack_ps: 2260
  cp_top_family: "simple AND/OR/NAND/NOR gates"
  cp-start-kind: "input port"
  crit_path_max_fanout: 14
  r2r-end: "rd_ptr[9]"
  critical_path.endpoint_type: "flip-flop"
  timing.critical_path.slowest_stage_cell: "or4b_4"
  worst_reg_to_reg_path_cell_count: 10
  crit_path_max_incr_delay_ps: 650
  critical_path.cell_chain: "clkdlybuf4s50_1 -> or4b_4 -> a21oi_2 -> buf_4 -> nor2_1 -> nor3_1 -> xnor2_1 -> nand2_1 -> a32o_1"
  timing.rr.start: "rd_ptr[0]"
  critical_path_class: "in2reg"
  critical_path.n_buffers_inverters: 2
pwr:
  power_frac_seq_pct: 45.9
  power.ir.vdd_worst_mv: 0.1414
  design_power_total_mw: 1.878
  pwr-share-clk_pct: 36.5
  netSwitchingPower_mw: 0.5759
  swShare_pct: 30.66
  share_comb_of_total_power_pct: 17.6
  cellLeakagePower_nw: 3.207
  power_density_nw_per_um2: 203.9
  internal_power_mw: 1.302
drt:
  detail_route.wl_per_cell_um: 19.78
  vias: 7747
  detail_route.first_pass.iterations: 5
  routed_wl_um: 25180
  antenna_cells: 0
  drt.antenna.violating_nets: 0
  avgViaCountPerCell: 6.086
  drt_iter0_markers: 547
  post-route-drc-count: 0
final_timing:
  period_needed_ps: 4014
  finalCritPeriodShare_pct: 70.41
  post-route-worst-setup-slack_ps: 1686
  rsz0062_at_grt: "no"
  max_slew.worst_pin.slew_ps: 922.1
  finalHoldWorstSlack_ps: 468.0
  timing_hold_violations_final: 0
  setup_total_negative_slack_ps: 0
  relSlewSlack_pct: 38.24
  final-setup-viol-count: 0
  max_slew_violation_count: 0
  max_freq_mhz: 249.2
  clock_skew_ps: 8.520
floorplanning:
  core_area_um2: 15890
  die-area_um2: 16770
  fp_util_pct: 51.16
  io_pins: 82
  die_h_um: 129.5
  die_boundary_width_um: 129.5
  placementRows: 46
grt:
  first_global_vias: 7038
  antenna_found_initial: 0
  grtUsageTotal_pct: 31.63
  pin_count_of_the_biggest_net_entering_global_routing: 65
  grt_pass1_wl_um: 38960
  overflow_after_grt: 0
job:
  openroad.warnings: 44
  maxCapViolCount: 0
min_path:
  worstHoldPathType: "reg2reg"
  worst_hold_startpoint: "addra[9]"
  worstHoldPathCells: 1
  hold_end: "addra[9]"
cells_and_area:
  synthToLayoutAreaGrowth_pct: 13.33
  final_layout_size_suffix_gt1_share_pct: 5.771
  design_area_um2: 9210
placement:
  gp_routability_congestion: 0.9381
  worst_setup_slack_before_clock_tree_synthesis_ps: 1360
  placedInstanceArea_um2: 8881
  hpwlAfterDp_um: 18130
  io_buffer_count: 64
per-layer routing:
metal / global-route usage [%] / vias to the layer above / share of wire (%)
li1: - / 3805 / -
met1: 47.31 / 3637 / 46
met2: 50.47 / 276 / 46
met3: 4.878 / 29 / 6.4
met4: 5.335 / 0 / 1.8
met5: 0 / - / 0
how the worst max path moves through the flow:
stage / endpoint / from / slack, ps / cells after the start
4_1_cts: rs1_ptr[9] / instruction[27] / 1730 / 9
6_report: rs1_ptr[9] / instruction[27] / 1690 / 9
5_1_grt: rs1_ptr[9] / instruction[27] / 1560 / 9
placed cells by master, fill, tap and decap left out, types with 9 or more instances in the layout:
cell type	n
a211oi_1	23
a21oi_1	69
a22oi_1	9
a31oi_1	12
a32o_1	13
and3_1	16
buf_4	19
clkbuf_16	11
clkdlybuf4s50_1	64
dfxtp_1	79
edfxtp_1	30
ha_1	37
inv_1	22
mux2i_1	10
nand2_1	111
nand2b_1	9
nand3_1	55
nand4_1	21
nor2_1	110
nor3_1	25
o21ai_0	73
xnor2_1	41
xor2_1	42
kinds of logic (layout without fill, tap and decap cells):
| group | count (synthesis) | after routing | share of synthesized area, % |
|---|---|---|---|
| and+or+nand+nor | 397 | 397 | 23.40 |
| muxes | 11 | 11 | 1.370 |
| other | 1 | 6 | 0.04615 |
| xor gates and xnor gates | 83 | 83 | 8.945 |
| AOI/OAI and AO/OA | 289 | 289 | 24.39 |
| adders and majority gates | 39 | 39 | 6.189 |
| DFF | 109 | 109 | 30.55 |
| buffers and inverters | 95 | 123 | 5.112 |
layout make-up:
class,count,area [um^2]
fill,1530,6675
multi-input combinational,825,5255
sequential,109,2482
timing repair buffer,83,783.3
clock buffer,11,275.3
tap,216,270.3
inverter,24,90.09
clock inverter,5,53.80
state kept, by name, summed over array words and instances (netlist names), 2 cells and up:
signal	count
addra	10
addrb	10
alu_op	3
count	7
iter	7
north_mode	2
offset	10
q_ptr	10
rd_ptr	10
rd_up_ptr	10
rs1_ptr	10
rs2_ptr	10
state	2
through the flow:
stage	util (%)	instances
floorplan	-	1029
global placement	55.91	1257
detailed placement	55.91	1257
CTS	57.98	1273
global route	57.98	1273
finish	57.98	1273
power by group through the flow:
stage | Clock [mW] | Sequential (mW) | Combinational (mW)
6_report | 0.686 | 0.862 | 0.330
4_1_cts | 0.695 | 0.861 | 0.324
5_1_grt | 0.723 | 0.866 | 0.360
Power is estimated from default activity; no workload was simulated.
